==> ./design.v <==
module sdram_cnt (clk, rst, en, we, addr_in, data_out, rdy, data_in, valid, Dq_out, Dq_in, Dq_oe, Addr, Ba, Cke, Cs_n, Ras_n, Cas_n, We_n, Dqm);
  parameter addr_bits =      11;
  parameter data_bits =      32;
  parameter t_cl      =       3;  
  parameter t_rfc     =       7;  
  input wire clk;
  input wire rst;
  input wire                   en;
  input wire                   we;
  input wire [addr_bits    :0] addr_in;
  input wire [data_bits - 1:0] data_in;
  output wire                  rdy;
  output reg [data_bits - 1:0] data_out;
  output reg                   valid;
  output reg [data_bits - 1:0] Dq_out;
  output reg [data_bits - 1:0] Dq_oe;
  input wire [data_bits - 1:0] Dq_in;
  output reg [addr_bits - 1:0] Addr;
  output reg             [1:0] Ba;
  output reg       Cke;
  output wire      Cs_n;
  output wire      Ras_n;
  output wire      Cas_n;
  output wire      We_n;
  output reg [3:0] Dqm;
  integer i;
  reg [3:0]  state, next_state;
  reg [13:0] ref_cnt;
  reg [3:0]  clk_cnt;
  wire dly_full = (ref_cnt == (100_000_000/10_000));
  reg [3:0] cmd;
  reg [2:0] init_step;
  assign {Cs_n, Ras_n, Cas_n, We_n} = cmd;
  wire ref_dly  = (ref_cnt == (100_000_000/150_000));
  wire ref_full = (ref_cnt == (100_000_000/128_000));
  reg ref_req, ref_err, idle;
  assign rdy = (idle & !ref_req & !ref_dly);
  always @(posedge clk)
  begin
    if(rst)
    begin
      state <= 0;
      for(i = 0; i < data_bits; i = i + 1)
      begin
        Dq_oe[i] <= 1'b0;
      end
      Ba <= 2'd0;
      Cke <= 1'b0;
      cmd <= 4'b1111;
      Dqm <= 4'b1111;
    end  
    else
    begin
      idle <= 1'b0;
      valid <= 1'b0;
      state <= state;
      next_state <= next_state;
      ref_cnt <= ref_cnt + 1;
      clk_cnt <= clk_cnt + 1;
      Dq_out <= Dq_out;
      Dq_oe <= Dq_oe;
      Addr <= Addr;
      Ba <= Ba;
      Cke <= Cke;
      cmd <= 4'b0111;
      Dqm <= Dqm;
      ref_req <= ref_req;
      ref_err <= ref_err;
      if(ref_dly)
        ref_req <= 1'b1;
      else if(ref_full)
        ref_err <= 1'b1;
      case(state)
        0:
        begin
          if(en)
          begin
            state <= 1;
            Cke <= 1'b0;
            ref_cnt <= 14'd0;  
          end
        end
        1:
        begin
          if(dly_full)
          begin
            state <= 2;
            clk_cnt <= 4'd0;
            Cke <= 1'b1;
            init_step <= 3'd0;
          end
        end
       2:
        begin
          clk_cnt <= 4'd0;
          init_step <= init_step + 1;
          case(init_step)
            3'd0:
            begin
              state <= 3;
              next_state <= 2;
            end
            3'd1:
            begin
              state <= 4;
              next_state <= 2;
            end
            3'd2:
            begin
              state <= 4;
              next_state <= 2;
            end
            3'd3:
            begin
              ref_err <= 1'b0;  
              state <= 5;
              next_state <= 6;
            end
          endcase
        end
        3:
        begin
          Addr[10] <= 1'b1;  
          case(clk_cnt)
            4'd0:
              cmd <= 4'b0010;
            4'd1:
            begin
              clk_cnt <= 4'd0;
              state <= next_state;
            end
          endcase
        end
        4:
        begin
          case(clk_cnt)
            4'd0:
            begin
              cmd <= 4'b0001;
              Ba <= 2'b11;
              ref_req <= 1'b0;
              ref_cnt <= 14'd0;
            end
            t_rfc:
              state <= next_state;
          endcase
        end
        5:
        begin
          case(clk_cnt)
            4'd0:
            begin
              cmd <= 4'b0000;
              Ba <= 2'd0;
              Addr <= {2'd0, 1'b0, 2'b00, 3'b011, 1'b0, 3'b000};
            end
            4'd1:
              state <= next_state;
          endcase
        end
        6:
        begin
          idle <= 1'b1;
          if(ref_req)
          begin
            state <= 4;
            next_state <= 6;
          end
          else if(en)
          begin
            idle <= 1'b0;
            clk_cnt <= 4'd0;
            Addr[10] <= 1'b0;  
            {Ba, Addr[9:0]} <= addr_in;
            Dqm <= 4'd0;
            Dq_out <= data_in;
            state <= 7;
            if(we)
              next_state <= 8;
            else
              next_state <= 9;
          end
        end
        7:
        begin
          case(clk_cnt)
            4'd0:
              cmd <= 4'b0011;
            4'd1:
            begin
              clk_cnt <= 4'd0;
              state <= next_state;
            end
          endcase
        end
        8:
        begin
          case(clk_cnt)
            4'd0:
            begin
              Dq_oe <= 32'hffffffff;
              cmd <= 4'b0100;
            end
            t_cl:
            begin
              clk_cnt <= 4'd0;
              state <= 3;
              next_state <= 6;
            end
          endcase
        end
        9:
        begin
          case(clk_cnt)
            4'd0:
            begin
              Dq_oe <= 32'd0;
              cmd <= 4'b0101;
            end
            t_cl:
            begin
              data_out <= Dq_in;
              valid <= 1'b1;
              clk_cnt <= 4'd0;
              state <= 3;
              next_state <= 6;
            end
          endcase
        end
      endcase
    end  
  end  
endmodule
==> ./run.sh <==
#!/bin/bash
# OpenROAD 26Q1-2900-gdf79404cd8, Yosys 0.63+post, stock flow scripts
make -C /OpenROAD-flow-scripts/flow DESIGN_CONFIG=/design/flow/config.mk WORK_HOME=/design/flow/orfs finish
==> ./config.mk <==
export PLATFORM = sky130hd
export DESIGN_NAME = sdram_cnt
export DESIGN_NICKNAME = sdram_cnt
export VERILOG_FILES = /design/flow/design.v
export SDC_FILE = /design/flow/constraint.sdc
export NUM_CORES = 4
export LEC_CHECK = 1
export CORE_UTILIZATION = 30
==> ./constraint.sdc <==
current_design sdram_cnt

set clk_period 5.4
set clk_io_pct 0.2

create_clock -name clk0 -period $clk_period [get_ports {clk}]

set non_clock_inputs [all_inputs -no_clocks]
set_input_delay [expr $clk_period * $clk_io_pct] -clock clk0 $non_clock_inputs
set_output_delay [expr $clk_period * $clk_io_pct] -clock clk0 [all_outputs]
==> run summary <==
run metrics: ANT cells=0, CTS Sinks=116, chip height=130 µm, Simple-Gate Area Share=13.0%, fraction of layout cells with a size suffix above 1=7.53%, Yosys cell types=54, core region area=16000 µm², max incr delay on CP=0.44 ns, CP Capture Type=output port, hold_buf cts=0, CTS clk-pin slew, worst paths=0.05 ns, leakage power=2.65 nW, # setup viols final=0, initial antenna violation count=0, fin. max-slew vios=0, fmax=311 MHz, Post-Syn Instances=368, startpoint types=flop, Yosys Warn Count=1, Max rail drop VDD=0.000238 V, clk buf depth=2, Top FF cell, synth=edfxtp_1, ao+oa area frac=5.54%, Rows=46, Area Growth Syn to Fin=51.8%, measured slew at the worst slew-check pin=0.857 ns, Layout Skew=0.00603 ns, Chip Area, Yosys=4950 µm², Port-buffer cells=199, fin worst setup slack=2.19 ns, chip area=17000 µm², final wirelength=10800 µm, vias=3406, Wirelength per Cell=14.0 µm, Hold Crit Class=flop to flop, critical-path cell list=inv_1 > ha_1 > nor4bb_1 > a41oi_1 > and2_1 > clkdlybuf4s50_1, ys cells=368, Hold Fails Final Rpt=0, fillers=1418, pwr/cell area=347 nW/µm², clk latency late pin=0.41 ns, worst hold margin=0.499 ns, first-pass iteration count of the detailed router=4, FF+latch area=3350 µm², status=completed, Placement Setup Slack=2.07 ns, Crit Path Max Fanout=5, Multiplexer share=0.809%, Routed Antenna Nets=0, Initial DRC Count=151, TritonCTS clock tree=yes, Cells after DPL=743, Die X=130 µm, fin crit share=59.5%, Synth Register Bits=116, Critical Path RT=4.32 ns, Via density=4.40, drt drc=0, Setup CP Type=flop to output port, Logic family by area=simple AND/OR/NAND/NOR gates, XOR-XNOR Cells, Area Fraction=2.48%, total negative setup slack=0 ns, syn avg cell area=13.5 µm², MI comb area=1230 µm², H-tree Lvls=4, Rel. slew slack=42.8%, largest net degree at the start of global routing=34, flip-flops with a built-in enable=103, num ports=200, Post-Layout Cell Count=774, tool warnings=32, Placer Congestion=0.866, final design utilization=47.0%, Seq share, synth=67.7%, RSZ-0062 raised after global routing=no, yosys adder share=2.78%, fp_density=30.9%, total track usage=12.8%, Slowest cell on crit path=edfxtp_1, # Max-Cap Violations=0, Async SR Flop Fraction=0%, global-route wire length before repair=16000 µm, total grt overflow=0, WP data arrival=2.13 ns, vias in the first global route=3083, Root Buffer=clkbuf_16, HPWL after DPL=7770 µm, Post-Syn Area=4950 µm², CTS Buf Count=17, Setup Fix Bufs, Post-CTS=0, # resized after CTS=0, Tmin final=3.21 ns
per-stage QoR:
| stage | instance area, µm² | power (mW) |
|---|---|---|
| after floorplan | 4950 | 1.43 |
| after global placement | 6950 | 1.56 |
| after detailed placement | 6950 | 1.56 |
| after CTS | 7510 | 2.63 |
| after global routing | 7510 | 2.74 |
| final | 7510 | 2.61 |
cell usage in the layout (no fill, tap or decap), types with 5 or more instances in the layout:
cell             synthesis  layout
clkdlybuf4s50_1          0     199
edfxtp_1               103     103
nor2_1                  39      38
nand2_1                 21      21
clkbuf_16                0      17
inv_1                   15      15
dfxtp_1                 13      13
ha_1                    11      11
and2_1                  10      10
a21oi_1                  9       9
xor2_1                   8       8
nor2b_1                  7       7
nand3_1                  7       7
nand2b_1                 6       6
and3_1                   6       6
xnor2_1                  6       6
buf_4                   35       5
Yosys cell counts, types with 2 or more instances:
cell type	n	share of area [%]
edfxtp_1	103	62
nor2_1	39	3.0
buf_4	35	5.3
nand2_1	21	1.6
inv_1	15	1.1
dfxtp_1	13	5.3
ha_1	11	2.8
and2_1	10	1.3
a21oi_1	9	0.91
xor2_1	8	1.4
nand3_1	7	0.71
nor2b_1	7	0.88
and3_1	6	0.76
nand2b_1	6	0.76
xnor2_1	6	1.1
clkbuf_1	5	0.38
mux2i_1	4	0.81
nor3_1	4	0.40
o21ai_0	4	0.40
a211oi_1	3	0.45
buf_2	3	0.30
nor4_1	3	0.38
nor4bb_1	3	0.61
a221o_1	2	0.40
a32o_1	2	0.40
inv_2	2	0.15
nand3b_1	2	0.30
nor3b_1	2	0.30
nor4b_1	2	0.35
o211ai_1	2	0.30
o21bai_1	2	0.30
o311a_1	2	0.40
o311ai_1	2	0.35
o31ai_1	2	0.30
or3_1	2	0.25
layout make-up:
type,count,area share [%]
sequential,116,44.6
timing repair buffer,204,27.0
multi-input combinational,189,16.3
clock buffer,18,5.71
tap,216,3.60
clock inverter,13,1.83
inverter,18,0.899
metal layers:
layer	up-vias	GRT usage (%)	part of all wire (%)
met1	1570	19.6	43
li1	1648	-	-
met2	170	18.9	45
met3	18	4.23	10
met5	-	0	0
met4	0	2.16	2.1
flip-flops by register name (all words and copies together), names as in the netlist, 2 cells and up:
register and count:
Dq_out 32, data_out 32, ref_cnt 14, Addr 11
clk_cnt 4, cmd 4, next_state 4, state 4
init_step 3, Ba 2
logic make-up (layout without fill, tap and decap cells):
family          Yosys count  count (layout)
fa+ha+maj                11              11
simple gates            122             122
mux                       4               4
flops                   116             116
compound gates           38              38
buf+inv                  63             253
xor+xnor                 14              14
where the power goes:
group          internal, mW  total [mW]  switching, mW
clock                 0.673        1.05          0.382
sequential             1.06        1.15         0.0878
combinational         0.209       0.406          0.198
final timing paths:
path / from / end / slack [ns] / cells past startpoint
max: ref_cnt[0] / rdy / 2.19 / 6
min: Cke / Cke / 0.50 / 2
max reg2reg: state[2] / Dq_out[12] / 2.90 / 5
min reg2reg: Cke / Cke / 0.50 / 2
critical path, delay by kind of cell, from the launching register on:
family,cells,cell delay (ns)
compound gates,1,0.16
simple gates,2,0.47
fa+ha+maj,1,0.13
flops,1,0.44
buf+inv,2,0.52
No activity file was given, so power comes from the tool's default toggle rates.
